$ cat /design/flow/run.sh
#!/bin/bash
# OpenROAD 26Q1-2900-gdf79404cd8, Yosys 0.63+post, stock flow scripts
make -C /OpenROAD-flow-scripts/flow DESIGN_CONFIG=/design/flow/config.mk WORK_HOME=/design/flow/orfs finish
$ cat /design/flow/config.mk
export PLATFORM = sky130hd
export DESIGN_NAME = uart
export DESIGN_NICKNAME = uart
export VERILOG_FILES = /design/flow/design.v
export SDC_FILE = /design/flow/constraint.sdc
export NUM_CORES = 4
export LEC_CHECK = 1
export CORE_AREA = 10 10 85 85
export DIE_AREA = 0 0 95 95
$ cat /design/flow/constraint.sdc
current_design uart

set clk_period 3.2
set clk_io_pct 0.2

create_clock -name clk0 -period $clk_period [get_ports {i_clk}]

set non_clock_inputs [all_inputs -no_clocks]
set_input_delay [expr $clk_period * $clk_io_pct] -clock clk0 $non_clock_inputs
set_output_delay [expr $clk_period * $clk_io_pct] -clock clk0 [all_outputs]
$ cat /design/flow/design.v
module baud_generator(input i_clk, i_rst, output rx_enb, tx_enb);
reg [12:0]tx_counter; 
reg [8:0]rx_counter;
    always @(posedge i_clk)
        begin
            if(i_rst)
                tx_counter <= 0;
            else if(tx_counter == 5208)
                tx_counter <= 0;
            else
                 tx_counter <= tx_counter+1;
        end
    always @(posedge i_clk)
        begin
            if(i_rst)
                rx_counter <= 0;
            else if(rx_counter == 325)
                rx_counter <= 0;
            else
                 rx_counter <= rx_counter+1;
        end  
    assign tx_enb = (tx_counter == 0) ? 1'b1: 1'b0;
    assign rx_enb = (rx_counter == 0) ? 1'b1: 1'b0;
endmodule
module receiver(
input i_clk, i_rst, ready_clr, rx_enb, rx, 
output reg ready, 
output reg [7:0]data_out
);
parameter start_state = 2'b00;
parameter data_state = 2'b01;
parameter stop_state = 2'b10;
reg [1:0]state = start_state;
reg [3:0] sample, index;
reg [7:0]temp;
    always @(posedge i_clk)
        begin 
            if(i_rst) begin
                ready <= 1'b0;
                data_out <= 8'h0;
                sample <= 0;
                index <=0;
            end 
        end
    always @(posedge i_clk)
        begin
            if(ready_clr)
                ready <= 0;
            if(rx_enb) 
                begin
                    case(state)
                        start_state: begin
                                        if(!rx || sample != 0)
                                            sample <= sample + 1'b1;
                                        if(sample == 15) begin
                                            state <= data_state;
                                            temp <= 8'h0;
                                            sample <= 0;
                                            index <= 0;
                                         end 
                                     end   
                        data_state: begin
                                        sample <= sample + 1'b1;
                                        if(sample == 4'h8) begin
                                            temp[index] <= rx;
                                            index <= index + 1'b1;
                                         end 
                                        if(index == 8'h8 && sample ==15)
                                            state <= stop_state;
                                    end
                        stop_state: begin
                                        if(sample ==15)
                                            begin
                                                state <= start_state;
                                                data_out <= temp;
                                                ready <= 1'b1;
                                                sample <= 0;
                                            end
                                        else
                                            sample <= sample +1'b1;
                                    end
                      default : begin
                                    state <= start_state;
                                end
                    endcase
                end     
        end    
endmodule
module transmitter(
input i_clk, wr_enb, tx_enb, i_rst, 
input [7:0]data_in, 
output reg tx, 
output busy
);
reg [7:0]data;
reg [2:0]index;
parameter idle_state = 2'b00;
parameter start_state = 2'b01;
parameter data_state = 2'b10;
parameter stop_state = 2'b11;
reg [1:0]state = idle_state;
    always @(posedge i_clk)
        begin
            if(i_rst)
                tx = 1'b1;
        end
    always @(posedge i_clk)
        begin
            case(state)
                idle_state: begin
                                if(wr_enb == 1'b1) begin
                                    state <= start_state;
                                    data <= data_in;
                                    index <= 3'h0;
                                    end
                                else
                                    state <= idle_state;
                            end
                start_state: begin
                                if(tx_enb == 1'b1) begin
                                    state <= data_state;
                                    tx <= 1'b0;
                                    end
                                else
                                    state <= start_state;
                            end
                data_state: begin
                                if(tx_enb == 1'b1) begin
                                    if(index == 3'h7)
                                        state <= stop_state;
                                    else
                                        index <= index + 1'b1;
                                        tx <= data[index];
                                    end
                            end
                stop_state: begin
                                if(tx_enb == 1'b1) begin
                                    state <= idle_state;
                                    tx <= 1'b1;
                                    end
                            end
                default: begin
                                    state <= idle_state;
                                    tx <= 1'b1;
                               end
            endcase
       end 
       assign busy = (state != idle_state);
 endmodule   
module uart(
input i_clk,i_rst, wr_enb, ready_clr,
input [7:0]data_in, 
output [7:0]data_out, 
output ready, busy
);
wire rx_enb, tx_enb; 
wire tx;  
baud_generator baud_generator(
.i_clk(i_clk),
.i_rst(i_rst),
.rx_enb(rx_enb), 
.tx_enb(tx_enb)
);
transmitter transmitter(
.i_clk(i_clk), 
.wr_enb(wr_enb), 
.tx_enb(tx_enb), 
.i_rst(i_rst), 
.data_in(data_in), 
.tx(tx), 
.busy(busy)
);
receiver receiver(
.i_clk(i_clk), 
.i_rst(i_rst), 
.ready_clr(ready_clr), 
.rx_enb(rx_enb), 
.rx(tx), 
.ready(ready), 
.data_out(data_out)
);
endmodule
==> flow_summary.json <==
{
  "outcome": "completed",
  "swShare_pct": 26.5,
  "synth_area_per_cell_sq_um": 9.27,
  "wl_per_cell_um": 9.11,
  "hold_viol_final": 0,
  "power_leakage_nw": 0.377,
  "clock_path_buffers": 2,
  "area_leaders": "dfxtp_1, edfxtp_1, buf_4",
  "internal_power_uw": 430,
  "insertion_delay_ps": 250,
  "cts-buffers-inserted": 3,
  "worstPathMaxFanout": 5,
  "n_fill_cell": 618,
  "first_iter_violations": 55,
  "drv_cap": 0,
  "yosys_warnings": 30,
  "htree_num_levels": 1,
  "worst_slew_pin_slew_ps": 601,
  "max-slew-margin-rel_pct": 59.5,
  "rsz0062_at_grt": "no",
  "worst-path-buf-inv": 1,
  "ys.flops": 18,
  "fin_util_pct": 20.0,
  "flop_area_sq_um": 410,
  "min_path_type": "reg2reg",
  "cts_setup_buffers": 0,
  "chipArea_sq_um": 9030,
  "routed_wl_um": 1660,
  "cts_resized": 0,
  "num_antenna_cells": 0,
  "fin_setup_tns_ps": 0,
  "netlist.area_leader.share_pct": 26.7,
  "p_switching_uw": 155,
  "rows": 27,
  "die_y_um": 95,
  "skew_ps": 1.63,
  "pwr-share-seq_pct": 52.3,
  "port_buffers": 3,
  "fp-utilization_pct": 17.8,
  "fin_total_pwr_uw": 584,
  "drc_errors": 0,
  "required_ps": 3130,
  "yosysUniqueCellTypes": 28,
  "yosys_area_sq_um": 973,
  "path_cells": "inv_1 -> ha_1 -> or4b_4 -> or4_4 -> o32ai_2",
  "slowest_delay_ps": 570,
  "hold-worst-slack_ps": 491,
  "ant_nets": 0,
  "cts_tree": "built",
  "p_comb_share_pct": 20.6,
  "setup_ws_ps": 989,
  "syn_inst": 105,
  "antenna_found_initial": 0,
  "netlist_area_sq_um": 973,
  "vias_per_cell": 3.88,
  "post-place-ws_ps": 986,
  "cts_sinks": 18,
  "maxClockFrequency_mhz": 452,
  "finalSetupViolations": 0,
  "cts_root_buf": "clkbuf_8",
  "comb_area_sq_um": 487,
  "slew_viol_final": 0,
  "power_density_nw_per_um2": 535,
  "ios": 22,
  "finalClockPeriodUsage_pct": 69.1,
  "clkTransAtPathRegs_ps": 70,
  "grt_max_degree": 11,
  "die_width_um": 95,
  "drive_above_1_share_pct": 8.18,
  "crit_slowest_cell": "or4_4",
  "place_hpwl_um": 1240,
  "start_kind": "flip-flop",
  "area_growth_pct": 12.2,
  "cp.arrival_ps": 2140,
  "crit_path_end_kind": "flip-flop",
  "first_global_vias": 647,
  "coreArea_sq_um": 5470,
  "track_usage_pct": 3.75,
  "grt_pass1_wl_um": 2790,
  "gr-total-overflow": 0,
  "ir_drop_uv": 157,
  "ys_seq_share_pct": 42.2,
  "drt_pre_antenna_iters": 4,
  "power_frac_clock_pct": 27.1,
  "log.warning_count": 35,
  "cts_hold_buf": 0,
  "routabilityCongestion": 0.783,
  "cpLargestDelayFamily": "simple AND/OR/NAND/NOR gates",
  "num_vias": 706,
  "top_area_cell": "dfxtp_1",
  "crit_type": "reg2reg",
  "yosys_cells": 105,
  "min_period_ps": 2210
}
==> kinds of logic (layout without fill, tap and decap cells) <==
group / Yosys count / after routing / synth area share [%]
and+or+nand+nor: 41 / 41 / 23.9
buffers and inverters: 17 / 14 / 10.9
other: 1 / 9 / 0.385
DFF: 18 / 18 / 42.2
AOI/OAI and AO/OA: 21 / 21 / 14.8
adders and majority gates: 4 / 4 / 5.14
xor gates and xnor gates: 3 / 3 / 2.70
==> stage by stage <==
| stage | instance area [sq um] | std cells |
|---|---|---|
| 2_1_floorplan | 1000 | 113 |
| 3_3_place_gp | 1050 | 178 |
| 3_5_place_dp | 1050 | 178 |
| 4_1_cts | 1090 | 182 |
| 5_1_grt | 1090 | 182 |
| 6_report | 1090 | 182 |
==> layer usage <==
| metal | wire (um) | global-route usage [%] | vias up |
|---|---|---|---|
| met4 | 0 | 0 | 0 |
| met3 | 112 | 1.52 | 0 |
| met2 | 726 | 6.01 | 14 |
| met5 | 0 | 0 | - |
| li1 | - | - | 378 |
| met1 | 820 | 4.98 | 314 |
==> synthesized netlist by cell type, drive strengths merged <==
master,number
dfxtp,13
a21oi,8
xor2,2
o41ai,1
xnor2,1
buf,11
nand3,6
o31ai,4
inv,6
o21ai,5
edfxtp,5
conb,1
nand2b,2
a21boi,1
or4,6
o32ai,1
or2,1
nand2,4
o2bb2ai,1
nor2,10
ha,4
or4b,1
nor2b,2
nand4,4
or3,5
==> cells in the final DEF, fill, tap and decap left out <==
master           count
a21boi_0             1
a21oi_1              8
buf_4                1
clkbuf_8             3
clkdlybuf4s50_1      3
clkinv_1             1
conb_1               9
dfxtp_1             13
edfxtp_1             5
ha_1                 4
inv_1                6
nand2_1              4
nand2b_1             2
nand3_1              6
nand4_1              4
nor2_1              10
nor2b_1              2
o21ai_0              5
o2bb2ai_1            1
o31ai_1              4
o32ai_2              1
o41ai_2              1
or2_2                1
or3_1                5
or4_1                5
or4_4                1
or4b_4               1
xnor2_1              1
xor2_1               2
==> state kept, by name (all words and copies together) (netlist names), named ones only <==
name and flops:
transmitter.state 1, transmitter.index 3, baud_generator.tx_counter 13
==> final timing paths <==
kind / start / end / slack [ps] / cells after the start
worst max-delay path: baud_generator.tx_counter[0]$_SDFF_PP0_ / transmitter.index[2]$_SDFFCE_PN0P_ / 990 / 5
worst min-delay path: baud_generator.tx_counter[0]$_SDFF_PP0_ / baud_generator.tx_counter[0]$_SDFF_PP0_ / 490 / 1
worst max register to register: baud_generator.tx_counter[0]$_SDFF_PP0_ / transmitter.index[2]$_SDFFCE_PN0P_ / 990 / 5
worst min register to register: baud_generator.tx_counter[0]$_SDFF_PP0_ / baud_generator.tx_counter[0]$_SDFF_PP0_ / 490 / 1
==> worst register-to-register path, stage by stage, from the launching register on <==
cell	delay (ps)
dfxtp_1	340
inv_1	70
ha_1	130
or4b_4	460
or4_4	570
o32ai_2	320
==> final cells by class <==
type	count	area share (%)
tap	72	8.25
clock inverter	1	0.344
timing repair buffer	4	3.44
inverter	6	2.06
sequential	18	37.6
clock buffer	3	3.78
multi-input combinational	78	44.6
==> power by group through the flow <==
stage	clock network, mW	logic (mW)	registers, mW
CTS	0.163	0.124	0.307
global route	0.177	0.137	0.310
finish	0.159	0.120	0.306
Power figures rest on the tool's default switching activity, not on a simulated workload.
